==> /design/flow/design.v <==
`timescale 1ns / 1ps
module TLC(
            input clk,
            input rst,
            input night_sensor,
            output reg Red_Big_Highway,
            output reg Red_Small_Highway,
            output reg Yellow_Big_Highway,
            output reg Yellow_Small_Highway,
            output reg Green_Big_Highway,
            output reg Green_Small_Highway
            );
parameter Yellow_Yellow = 0;
parameter Red_Green = 1;
parameter Red_Yellow = 2;
parameter Green_Red = 3;
parameter Yellow_Red = 4;
integer Counter_Delay_5Count_Yellow = 0;
integer Counter_Delay_10Count_Green_Small = 0;
integer Counter_Delay_30Count_Green_Big = 0;
reg [2:0] Present_State, Next_State;
reg Counter_Delay_5Count_Yellow_Pulse = 0; 
reg Counter_Delay_10Count_Green_Small_Pulse = 0; 
reg Counter_Delay_30Count_Green_Big_Pulse = 0; 
reg En_Counter_Delay_5Count_Yellow_Pulse = 0; 
reg En_Counter_Delay_10Count_Green_Small_Pulse = 0; 
reg En_Counter_Delay_30Count_Green_Big_Pulse = 0; 
initial begin
Present_State = Yellow_Yellow;
end
always@(posedge clk)
    begin
        if (rst)
            Present_State = Yellow_Yellow;
        else 
            Present_State = Next_State;
    end
always@(posedge clk)
begin
    if (En_Counter_Delay_5Count_Yellow_Pulse ==1 && Counter_Delay_5Count_Yellow < 5) begin
        Counter_Delay_5Count_Yellow = Counter_Delay_5Count_Yellow +1;
        Counter_Delay_5Count_Yellow_Pulse = 0;
        En_Counter_Delay_5Count_Yellow_Pulse = 1;
        end
    else if (En_Counter_Delay_5Count_Yellow_Pulse ==1 && Counter_Delay_5Count_Yellow == 5) begin
        Counter_Delay_5Count_Yellow = Counter_Delay_5Count_Yellow +1;
        Counter_Delay_5Count_Yellow_Pulse = 1;
        En_Counter_Delay_5Count_Yellow_Pulse = 1;
        end
    else if (En_Counter_Delay_5Count_Yellow_Pulse ==1 && Counter_Delay_5Count_Yellow == 6) begin
        Counter_Delay_5Count_Yellow = Counter_Delay_5Count_Yellow +1;
        Counter_Delay_5Count_Yellow_Pulse = 1;
        En_Counter_Delay_5Count_Yellow_Pulse = 1;
        end 
    else begin
        Counter_Delay_5Count_Yellow = 0;
        Counter_Delay_5Count_Yellow_Pulse = 0;
        En_Counter_Delay_5Count_Yellow_Pulse = 0;   
        end  
end
always@(posedge clk)
begin
    if (En_Counter_Delay_10Count_Green_Small_Pulse ==1 && Counter_Delay_10Count_Green_Small < 10) begin
        Counter_Delay_10Count_Green_Small = Counter_Delay_10Count_Green_Small +1;
        Counter_Delay_10Count_Green_Small_Pulse = 0;
        En_Counter_Delay_10Count_Green_Small_Pulse = 1;
        end
    else if (En_Counter_Delay_10Count_Green_Small_Pulse ==1 && Counter_Delay_10Count_Green_Small == 10) begin
        Counter_Delay_10Count_Green_Small = Counter_Delay_10Count_Green_Small +1;
        Counter_Delay_10Count_Green_Small_Pulse = 1;
        En_Counter_Delay_10Count_Green_Small_Pulse = 1;
        end
    else if (En_Counter_Delay_10Count_Green_Small_Pulse ==1 && Counter_Delay_10Count_Green_Small == 11) begin
        Counter_Delay_10Count_Green_Small = Counter_Delay_10Count_Green_Small +1;
        Counter_Delay_10Count_Green_Small_Pulse = 1;
        En_Counter_Delay_10Count_Green_Small_Pulse = 1;
        end 
    else begin
        Counter_Delay_10Count_Green_Small = 0;
        Counter_Delay_10Count_Green_Small_Pulse = 0;
        En_Counter_Delay_10Count_Green_Small_Pulse = 0;   
        end  
end
always@(posedge clk)
begin
    if (En_Counter_Delay_30Count_Green_Big_Pulse ==1 && Counter_Delay_30Count_Green_Big < 30) begin
        Counter_Delay_30Count_Green_Big = Counter_Delay_30Count_Green_Big +1;
        Counter_Delay_30Count_Green_Big_Pulse = 0;
        En_Counter_Delay_30Count_Green_Big_Pulse = 1;
        end
    else if (En_Counter_Delay_30Count_Green_Big_Pulse ==1 && Counter_Delay_30Count_Green_Big == 30) begin
        Counter_Delay_30Count_Green_Big = Counter_Delay_30Count_Green_Big +1;
        Counter_Delay_30Count_Green_Big_Pulse = 1;
        En_Counter_Delay_30Count_Green_Big_Pulse = 1;
        end
    else if (En_Counter_Delay_30Count_Green_Big_Pulse ==1 && Counter_Delay_30Count_Green_Big == 31) begin
        Counter_Delay_30Count_Green_Big = Counter_Delay_30Count_Green_Big +1;
        Counter_Delay_30Count_Green_Big_Pulse = 1;
        En_Counter_Delay_30Count_Green_Big_Pulse = 0;
        end 
    else begin
        Counter_Delay_30Count_Green_Big = 0;
        Counter_Delay_30Count_Green_Big_Pulse = 0;
        En_Counter_Delay_30Count_Green_Big_Pulse = 0;   
        end  
end
always@(*)
    begin
        case(Present_State)
            Yellow_Yellow:begin
                if (night_sensor)
                    Next_State = Yellow_Yellow;
                else
                    Next_State = Red_Green;
                end
             Red_Green: begin
                if (night_sensor)
                    Next_State = Yellow_Yellow;
                else
                    if (Counter_Delay_10Count_Green_Small_Pulse)
                        Next_State = Red_Yellow;
                    else
                        Next_State = Red_Green;
                end
             Red_Yellow: begin
                if (night_sensor)
                    Next_State = Yellow_Yellow;
                else
                    if (Counter_Delay_5Count_Yellow_Pulse)
                        Next_State = Green_Red;
                    else
                        Next_State = Red_Yellow;
                end
             Green_Red: begin
                if (night_sensor)
                    Next_State = Yellow_Yellow;
                else
                    if (Counter_Delay_30Count_Green_Big_Pulse)
                        Next_State = Yellow_Red;
                    else
                        Next_State = Green_Red;
                end   
             Yellow_Red: begin
                if (night_sensor)
                    Next_State = Yellow_Yellow;
                else
                    if (Counter_Delay_5Count_Yellow_Pulse)
                        Next_State = Red_Green;
                    else
                        Next_State = Yellow_Red;
                end
        endcase
    end    
always@(*)
    begin
        case(Present_State)
            Yellow_Yellow:begin
                                Red_Big_Highway=0;
                                Red_Small_Highway=0;
                                Yellow_Big_Highway=1;
                                Yellow_Small_Highway=1;
                                Green_Big_Highway=0;
                                Green_Small_Highway=0;        
             end
             Red_Green: begin
                                Red_Big_Highway=1;
                                Red_Small_Highway=0;
                                Yellow_Big_Highway=0;
                                Yellow_Small_Highway=0;
                                Green_Big_Highway=0;
                                Green_Small_Highway=1;
                                En_Counter_Delay_10Count_Green_Small_Pulse = 1; 
             end
             Red_Yellow: begin
                                Red_Big_Highway=1;
                                Red_Small_Highway=0;
                                Yellow_Big_Highway=0;
                                Yellow_Small_Highway=1;
                                Green_Big_Highway=0;
                                Green_Small_Highway=0;
                                En_Counter_Delay_5Count_Yellow_Pulse = 1;
             end
             Green_Red: begin
                                Red_Big_Highway=0;
                                Red_Small_Highway=1;
                                Yellow_Big_Highway=0;
                                Yellow_Small_Highway=0;
                                Green_Big_Highway=1;
                                Green_Small_Highway=0;
                                En_Counter_Delay_30Count_Green_Big_Pulse = 1;
             end   
             Yellow_Red: begin
                                Red_Big_Highway=0;
                                Red_Small_Highway=1;
                                Yellow_Big_Highway=1;
                                Yellow_Small_Highway=0;
                                Green_Big_Highway=0;
                                Green_Small_Highway=0;
                                En_Counter_Delay_5Count_Yellow_Pulse = 1;
             end
        endcase
    end    
endmodule
==> /design/flow/run.sh <==
#!/bin/bash
# OpenROAD 26Q1-2900-gdf79404cd8, Yosys 0.63+post, stock flow scripts
make -C /OpenROAD-flow-scripts/flow DESIGN_CONFIG=/design/flow/config.mk WORK_HOME=/design/flow/orfs finish
==> /design/flow/config.mk <==
export PLATFORM = sky130hd
export DESIGN_NAME = TLC
export DESIGN_NICKNAME = TLC
export VERILOG_FILES = /design/flow/design.v
export SDC_FILE = /design/flow/constraint.sdc
export NUM_CORES = 4
export LEC_CHECK = 1
export CORE_UTILIZATION = 30
==> /design/flow/constraint.sdc <==
current_design TLC

set clk_period 4.1
set clk_io_pct 0.2

create_clock -name clk0 -period $clk_period [get_ports {clk}]

set non_clock_inputs [all_inputs -no_clocks]
set_input_delay [expr $clk_period * $clk_io_pct] -clock clk0 $non_clock_inputs
set_output_delay [expr $clk_period * $clk_io_pct] -clock clk0 [all_outputs]
==> flow_summary.toml <==
# yosys + openroad results
[synthesis]
synthFlopType = "sky130_fd_sc_hd__dfxtp_1"
ys_sh_simple_pct = 32.35
synthDistinctLibCells = 45
synth.yosys.num_cells = 568
mux_share_pct = 0
yosys_register_bits = 117
synth_adder_area_share_pct = 1.992
synthesis.yosys.warnings = 1
synth-async-reset-ratio_pct = 0
yosys-dominant-comb-family = "simple AND/OR/NAND/NOR gates"
synthAoiAreaFrac_pct = 2.291
yosys.area_share.xor_xnor_pct = 15.51
enable_flop_cells = 0
synth.yosys.chip_area_um2 = 5025

[outcome]
error_message = "ERROR: Found 3 problems in 'check -assert'."
run_status = "aborted with a tool error"
stop_stage = "synthesis"
## kinds of logic after synthesis
group | after synthesis
xor+xnor | 89
fa+ha+maj | 8
flops | 105
simple gates | 307
buf+inv | 29
compound gates | 17
latches | 12
other cells | 1
## cells in the mapped netlist, types with 3 or more instances
| cell type | number | area, µm² |
|---|---|---|
| sky130_fd_sc_hd__nand3_1 | 37 | 185.2 |
| sky130_fd_sc_hd__clkbuf_1 | 9 | 33.78 |
| sky130_fd_sc_hd__inv_1 | 12 | 45.04 |
| sky130_fd_sc_hd__a21oi_1 | 3 | 15.01 |
| sky130_fd_sc_hd__buf_2 | 8 | 40.04 |
| sky130_fd_sc_hd__nor2_1 | 109 | 409.1 |
| sky130_fd_sc_hd__ha_1 | 8 | 100.1 |
| sky130_fd_sc_hd__xnor2_1 | 21 | 183.9 |
| sky130_fd_sc_hd__nand4_1 | 36 | 225.2 |
| sky130_fd_sc_hd__nand2_1 | 31 | 116.4 |
| sky130_fd_sc_hd__and4_1 | 8 | 70.07 |
| sky130_fd_sc_hd__nor3_1 | 14 | 70.07 |
| sky130_fd_sc_hd__and2_1 | 6 | 37.54 |
| sky130_fd_sc_hd__nor2_2 | 5 | 31.28 |
| sky130_fd_sc_hd__and3_1 | 14 | 87.58 |
| sky130_fd_sc_hd__nor4_1 | 22 | 137.6 |
| sky130_fd_sc_hd__xor2_1 | 68 | 595.6 |
| sky130_fd_sc_hd__nor2b_1 | 6 | 37.54 |
| sky130_fd_sc_hd__dlxtn_1 | 10 | 150.1 |
| sky130_fd_sc_hd__nand4_2 | 3 | 37.54 |
| sky130_fd_sc_hd__dfxtp_1 | 105 | 2102 |
